==> flow/design.v <==
module shifter#(parameter WIDTH=24,parameter delay=8)
(clk,rst,dataIn_R,dataIn_I,dataOut_R,dataOut_I);
input clk,rst;
input [WIDTH-1:0] dataIn_R,dataIn_I;
output [WIDTH-1:0] dataOut_R,dataOut_I;
wire [WIDTH-1:0] dataIn_R,dataIn_I,dataOut_R,dataOut_I;
reg [WIDTH-1:0] FIFO_R[delay-1:0];
reg [WIDTH-1:0] FIFO_I[delay-1:0];
assign dataOut_R = FIFO_R[delay-1];
assign dataOut_I = FIFO_I[delay-1];
integer i;
always@(posedge clk or posedge rst)
begin
    if(rst) 
    begin
        for(i=0;i<delay;i=i+1)
        begin
            FIFO_R[i] <= {WIDTH{1'b0}};
			FIFO_I[i] <= {WIDTH{1'b0}};
        end
    end
    else 
    begin
		FIFO_R[0] <= dataIn_R;
		FIFO_I[0] <= dataIn_I;
		for(i=0;i<(delay-1);i=i+1)
        begin
            FIFO_R[i+1] <= FIFO_R[i];
			FIFO_I[i+1] <= FIFO_I[i];	
        end
    end
end
endmodule
==> flow/run.sh <==
#!/bin/bash
# OpenROAD 26Q1-2900-gdf79404cd8, Yosys 0.63+post, stock flow scripts
make -C /OpenROAD-flow-scripts/flow DESIGN_CONFIG=/design/flow/config.mk WORK_HOME=/design/flow/orfs finish
==> flow/config.mk <==
export PLATFORM = sky130hd
export DESIGN_NAME = shifter
export DESIGN_NICKNAME = shifter
export VERILOG_FILES = /design/flow/design.v
export SDC_FILE = /design/flow/constraint.sdc
export NUM_CORES = 4
export LEC_CHECK = 1
export CORE_UTILIZATION = 50
==> flow/constraint.sdc <==
current_design shifter

set clk_period 1.0
set clk_io_pct 0.2

create_clock -name clk0 -period $clk_period [get_ports {clk}]

set non_clock_inputs [all_inputs -no_clocks]
set_input_delay [expr $clk_period * $clk_io_pct] -clock clk0 $non_clock_inputs
set_output_delay [expr $clk_period * $clk_io_pct] -clock clk0 [all_outputs]
==> impl_metrics.json <==
{
  "placement.cell_area_um2": 11200,
  "slew_viol_final": 0,
  "synthDominantCellAreaShare_pct": 100,
  "synth.area.top_cells": "sky130_fd_sc_hd__dfrtp_1, sky130_fd_sc_hd__inv_1",
  "synth.cell_area_um2": 9610,
  "cp-end-kind": "primary output",
  "worst-endpoint-required_ns": 0.80,
  "worst_clock_skew_ns": 0.0125,
  "h-tree-depth": 2,
  "cts-buffers-inserted": 37,
  "synth_area_per_cell_um2": 25.0,
  "worst-endpoint-arrival_ns": 1.02,
  "synth-cells-yosys": 385,
  "worst_skew_late_latency_ns": 0.50,
  "yosys.cell_types.count": 2,
  "ys.flops": 384,
  "horizontal_die_size_um": 141,
  "enable_flop_cells": 0,
  "num_vias": 3445,
  "commonest_cells_in_the_synthesized_netlist": "sky130_fd_sc_hd__dfrtp_1, sky130_fd_sc_hd__inv_1",
  "max_freq_mhz": 821,
  "powerDensity_nw_per_um2": 2600,
  "combGateArea_um2": 0,
  "run_status": "complete, but fails checks",
  "floorplan.core_area_um2": 18800,
  "fin_ws_ns": -0.218,
  "ys_seq_share_pct": 100,
  "tritoncts": "yes",
  "grt_pass1_vias": 3851,
  "dpl.cell_count": 741,
  "area_delta_synth_final_pct": 28.4,
  "post_route_fraction_of_the_period_consumed_by_the_critical_path_pct": 122,
  "ff_type": "sky130_fd_sc_hd__dfrtp_1",
  "timing.rr.start": "FIFO_I[0][6]",
  "detailedRoute.firstPassIterationCount": 2,
  "critical_path.n_buffers_inverters": 1,
  "regToRegEndpoint": "FIFO_I[1][6]",
  "initialDrtViolationCount": 102,
  "ys_warn_count": 3,
  "timing_hold_violations_final": 0,
  "pin_count": 98,
  "power.total_mw": 32.0,
  "regToRegSetupSlack_ns": 0.48,
  "asyncSetResetFlopFracSynth_pct": 100,
  "logic_gate_count": 0,
  "final_cell_count_no_fill": 809,
  "grt_start_max_net_pins": 37,
  "path_class": "flop to primary output",
  "clock_root_buffer": "sky130_fd_sc_hd__clkbuf_16",
  "ant_nets": 0,
  "std_cell_rows": 50,
  "die-height_um": 141,
  "grt_overflow": 0,
  "final_setup_violation_count": 48,
  "grt_pass1_wl_mm": 19.4,
  "wirelength_mm": 11.0,
  "synthesis.instances": 385,
  "route.detailed.wl_per_inst_um": 13.6,
  "initial_antenna_violation_count": 0,
  "cp_top_delay_family": "flip-flops",
  "rsz_0062_raised_after_global_routing": "yes",
  "clkSinkCount": 384,
  "worstPathMaxFanout": 1,
  "detailedPlacementHpwl_mm": 5.88,
  "crit_path_start_kind": "flop",
  "timing.hold.worst.class": "primary input to asynchronous set/reset pin",
  "drive_above_1_share_pct": 24.2,
  "ir_worst_vdd_mv": 1.61,
  "worstPathCellList": "buf_2",
  "grt_util_all_layers_pct": 13.6,
  "initial_core_util_pct": 51.2,
  "finish.instance_area_um2": 12300,
  "crit_path_max_incr_delay_ns": 0.40,
  "layout_min_cycle_time_ns": 1.22,
  "synth_dominant_cell_count": "sky130_fd_sc_hd__dfrtp_1",
  "register_clock_pin_slew_on_the_reported_worst_setup_and_hold_paths_ns": 0.06,
  "worst_reg2reg_path_depth": 0,
  "buffer_ports.inserted": 97,
  "worst_path_max_delay_cell": "sky130_fd_sc_hd__dfrtp_1",
  "p_leak_nw": 5.70,
  "openroad.warnings": 28,
  "path_depth": 1,
  "cts-root-to-sink-buffers": 3,
  "failed_checks": "setup timing",
  "route.detailed.drc": 0,
  "viasPerCell": 4.26,
  "largest_area_cell": "sky130_fd_sc_hd__dfrtp_1",
  "critical_path.startpoint": "FIFO_I[7][16]",
  "pre_cts_slack_ns": -0.0711,
  "fp.dieArea_um2": 19800,
  "max_cap_violations": 0,
  "cp-endpoint": "dataOut_I[16]",
  "yosys_area_um2": 9610,
  "num_antenna_cells": 0,
  "tightestPinTransition_ns": 0.327,
  "relSlewSlack_pct": 78.2,
  "finalWeightedCongestion": 0.691
}
[timing repair]
item                                    in CTS  in global routing
resized                                    145                  0
pin swaps                                    0                  0
endpoints found under the setup margin      48                 48
setup buffers                                0                  0
hold buffers                                 0                  0
cloned                                       0                  0
[sequential cells by signal, indices dropped and copies added, names as in the netlist]
signal and count:
FIFO_I 192, FIFO_R 192
[how the worst min path moves through the flow]
stage / cells after the start / from / end / slack [ns]
6_report: 3 / rst / FIFO_I[7][23] / 0.13
5_1_grt: 1 / dataIn_R[14] / FIFO_R[0][14] / 0.11
4_1_cts: 1 / dataIn_I[3] / FIFO_I[0][3] / 0.1
[cell usage in the layout, fill, tap and decap left out, drive strengths merged]
master / netlist / routed
clkinv: 0 / 5
inv: 1 / 1
dfrtp: 384 / 384
clkbuf: 0 / 53
clkinvlp: 0 / 4
buf: 0 / 73
bufinv: 0 / 6
clkdlybuf4s50: 0 / 49
[through the flow]
stage                     hold WS [ns]  util, %  TNS (ns)
after floorplan                  0.231        -  -1675.00
after global placement           0.331     59.7    -14.18
after detailed placement         0.335     59.7    -16.92
after CTS                       0.0995     65.8     -9.36
after global routing             0.108     65.8    -10.12
final                            0.127     65.8     -7.71
[per-layer routing]
metal | GRT usage, % | up-vias | routed length, um
met5 | 0 | - | 0
met4 | 4.12 | 0 | 360
met3 | 3.22 | 33 | 629
met2 | 18.0 | 97 | 5030
met1 | 25.6 | 1797 | 4990
li1 | - | 1518 | -
[layout make-up]
class                 count  area (um^2)
sequential              384         9610
fill                   1204         6430
clock buffer             53         1140
timing repair buffer    122         1060
tap                     234          293
clock inverter           15          236
inverter                  1         7.51
[cell families after synthesis]
logic type	after synthesis	synth area share [%]
flip-flops	384	100
buffers and inverters	1	0.0390
[report_power, final]
group	leakage [nW]	internal, mW	switching (mW)
Sequential	4.47	16.3	0.203
Clock	0.673	9.49	5.34
Combinational	0.551	0.350	0.337
Power figures rest on the tool's default switching activity, not on a simulated workload.
