==> flow/design.v <==
module fft_butterFly#(parameter IN_W = 24,parameter Factor_W = 32)
(state,din_ar,din_ai,din_br,din_bi,W_R,W_I,dout_ar,dout_ai,dout_br,dout_bi);
input state;
input signed [IN_W-1:0] din_ar,din_ai,din_br,din_bi;
input signed [Factor_W-1:0] W_R;
input signed [Factor_W-1:0] W_I;
output signed [IN_W-1:0] dout_ar,dout_ai,dout_br,dout_bi;
reg signed [IN_W-1:0] dout_ar,dout_ai,dout_br,dout_bi;
reg signed [IN_W-1:0] a,b,c,d;
reg signed [IN_W*2:0] inter,mul_r,mul_i;
always@(*)
begin
	dout_ar = din_br;
	dout_ai = din_bi;
	dout_br = {IN_W{1'b0}};
	dout_bi = {IN_W{1'b0}};
	case(state)
	1'd0: 
	begin
		a = din_ar + din_br;
		b = din_ai + din_bi;
		c = din_ar - din_br;
		d = din_ai - din_bi;
		dout_br = a;
		dout_bi = b;
		dout_ar = c;
		dout_ai = d;
	end
	1'd1: 
	begin
		dout_ar = din_br;
		dout_ai = din_bi;
		a = din_ar;
		b = din_ai;
		inter = b*(W_R-W_I);
		mul_r = W_R*(a-b) + inter;
		mul_i = W_I*(a+b) + inter;
		dout_br = {mul_r[IN_W*2],mul_r[38:16]};
		dout_bi = {mul_i[IN_W*2],mul_i[38:16]};
	end
	default:
	begin
		dout_ar = din_br;
		dout_ai = din_bi;
	end
	endcase 
end
endmodule
==> flow/run.sh <==
#!/bin/bash
# OpenROAD 26Q1-2900-gdf79404cd8, Yosys 0.63+post, stock flow scripts
make -C /OpenROAD-flow-scripts/flow DESIGN_CONFIG=/design/flow/config.mk WORK_HOME=/design/flow/orfs finish
==> flow/config.mk <==
export PLATFORM = sky130hd
export DESIGN_NAME = fft_butterFly
export DESIGN_NICKNAME = fft_butterFly
export VERILOG_FILES = /design/flow/design.v
export SDC_FILE = /design/flow/constraint.sdc
export NUM_CORES = 4
export LEC_CHECK = 1
export CORE_UTILIZATION = 40
==> flow/constraint.sdc <==
current_design fft_butterFly

set clk_period 43.8
set clk_io_pct 0.2

create_clock -name clk0 -period $clk_period

set non_clock_inputs [all_inputs -no_clocks]
set_input_delay [expr $clk_period * $clk_io_pct] -clock clk0 $non_clock_inputs
set_output_delay [expr $clk_period * $clk_io_pct] -clock clk0 [all_outputs]
==> reports/summary.json <==
{
  "post-route-drc-count": 0,
  "setup_total_neg_slack_ps": 0,
  "maxSlewHeadroom": 0.3201,
  "grt_start_max_net_pins": 87,
  "ys_types": 95,
  "routed_wire_length_per_instance_um": 21.35,
  "worstMarginPinSlew_ps": 1013,
  "finalHoldViolations": 0,
  "routed-via-count": 62470,
  "yosys_warnings": 1,
  "buffers_inserted_by_post_cts_timing_repair": 0,
  "peakVddDrop_uv": 4792,
  "setup.worst_path.end_class": "primary output",
  "final_max_slew_viol_count": 0,
  "drt_first_iter_violations": 2756,
  "ys_chip_area_mm2": 0.08482,
  "nFillCells": 20173,
  "proportion_of_synthesized_chip_area_in_sequential_cells": 0,
  "drive_above_1_share": 0.03706,
  "floorplan.die.height_um": 462.5,
  "report.power.total_w": 0.1939,
  "die_area_mm2": 0.2139,
  "period_needed_ps": 35020,
  "postSynthCellCount": 9610,
  "grt_antenna_before_repair": 11,
  "critical_path.max_stage_delay_ps": 560,
  "sw_frac_of_total": 0.5622,
  "fp.dieW_um": 462.5,
  "synthMuxAreaShare": 0.001136,
  "max_freq_mhz": 28.55,
  "flow.area_growth_from_synthesis_pct": 7.626,
  "syn_avg_cell_area_um2": 8.826,
  "core_util_floorplan": 0.4035,
  "grt_pass1_wl_mm": 416.1,
  "yosys-stat-cells": 9610,
  "flops": 0,
  "critPathSlowestCell": "sky130_fd_sc_hd__fa_1",
  "status": "finished, final reports clean",
  "pwr_dens_mw_per_mm2": 2124,
  "crit_type": "in2out",
  "synth.cellmix.simpleShare": 0.1530,
  "core_mm2": 0.2102,
  "core.rowCount": 168,
  "boundaryPins": 257,
  "critical_path.startpoint_type": "primary input",
  "detail_route.wirelength_mm": 265.8,
  "sequential_cell_area_um2": 0,
  "antenna_violating_nets_post_route": 0,
  "timing.final.crit_share": 0.7996,
  "warning_count": 102,
  "cp_data_arrival_time_ps": 26260,
  "clock_buffers": 0,
  "finalSetupViolCount": 0,
  "hold_path.class": "in2out",
  "rsz0062_at_grt": "false",
  "netSwitchingPower_w": 0.1090,
  "post_synth_ao_oa_area_fraction": 0.05163,
  "cts_hold_buffers": 0,
  "p_int_w": 0.08488,
  "synth.cellmix.adderShare": 0.6333,
  "cp_common_cell": "sky130_fd_sc_hd__fa_1",
  "total_leakage_power_nw": 45.76,
  "grt_use_total": 0.2756,
  "numPortBuffers": 257,
  "critPathMaxFanout": 24,
  "dp.final_hpwl_mm": 222.9,
  "detail_route.first_pass.iterations": 7,
  "grt_overflow_total": 0,
  "cts_resized": 0,
  "required_ps": 35040,
  "netlist_logic_family_top": "adder cells",
  "globalplace.congestion": 1.054,
  "timing.max_cap.violations": 0,
  "route.detailed.vias_per_inst": 5.019,
  "synthXorXnorAreaFrac": 0.03272,
  "grt_pass1_vias": 69029,
  "netlist_area_mm2": 0.08482
}
[kinds of logic after synthesis]
kind of cell,after synthesis
AND/OR/NAND/NOR,2830
XOR/XNOR,304
multiplexers,9
buffers and inverters,2894
AND-OR/OR-AND,651
adder cells (fa/ha/maj),2922
[synthesized netlist by cell type, types with 7 or more instances]
master | n | area [um^2]
sky130_fd_sc_hd__inv_1 | 2438 | 9151
sky130_fd_sc_hd__or3_1 | 10 | 62.56
sky130_fd_sc_hd__o211ai_1 | 10 | 75.07
sky130_fd_sc_hd__clkbuf_1 | 442 | 1659
sky130_fd_sc_hd__a21o_1 | 72 | 540.5
sky130_fd_sc_hd__o21ai_2 | 7 | 61.31
sky130_fd_sc_hd__nand4_1 | 17 | 106.4
sky130_fd_sc_hd__and3_1 | 30 | 187.7
sky130_fd_sc_hd__o31ai_1 | 26 | 195.2
sky130_fd_sc_hd__or2_2 | 11 | 68.82
sky130_fd_sc_hd__o21bai_1 | 40 | 300.3
sky130_fd_sc_hd__xnor2_1 | 217 | 1901
sky130_fd_sc_hd__a31oi_1 | 9 | 56.30
sky130_fd_sc_hd__a21oi_1 | 190 | 950.9
sky130_fd_sc_hd__and2_1 | 613 | 3835
sky130_fd_sc_hd__nand3_1 | 23 | 115.1
sky130_fd_sc_hd__nand2_1 | 1590 | 5968
sky130_fd_sc_hd__nand2b_1 | 87 | 544.3
sky130_fd_sc_hd__nor2b_1 | 94 | 588.1
sky130_fd_sc_hd__mux2i_1 | 7 | 70.07
sky130_fd_sc_hd__o21ai_1 | 16 | 80.08
sky130_fd_sc_hd__o21ai_0 | 124 | 620.6
sky130_fd_sc_hd__nor2_1 | 283 | 1062
sky130_fd_sc_hd__a211oi_1 | 19 | 142.6
sky130_fd_sc_hd__ha_1 | 637 | 7970
sky130_fd_sc_hd__a2111oi_0 | 7 | 61.31
sky130_fd_sc_hd__o21a_1 | 37 | 277.8
sky130_fd_sc_hd__o31a_1 | 8 | 70.07
sky130_fd_sc_hd__xor2_1 | 77 | 674.4
sky130_fd_sc_hd__fa_1 | 2285 | 45740
sky130_fd_sc_hd__nor3_1 | 41 | 205.2
[final timing paths]
path,from,end,slack [ps],cells after the start
setup / recovery,W_I[2],dout_br[23],8780,67
hold / removal,state,dout_ai[13],18410,4
[cells in the final DEF (no fill, tap or decap), types with 8 or more instances in the layout]
master and n:
sky130_fd_sc_hd__nand2b_1 87, sky130_fd_sc_hd__fa_1 2285, sky130_fd_sc_hd__xnor2_1 170, sky130_fd_sc_hd__buf_4 219, sky130_fd_sc_hd__and3_1 30, sky130_fd_sc_hd__inv_1 2437, sky130_fd_sc_hd__or2_2 11, sky130_fd_sc_hd__a21oi_1 188
sky130_fd_sc_hd__o31a_1 8, sky130_fd_sc_hd__a211oi_1 19, sky130_fd_sc_hd__xor2_1 64, sky130_fd_sc_hd__o21ai_0 124, sky130_fd_sc_hd__a21o_1 72, sky130_fd_sc_hd__xnor2_2 50, sky130_fd_sc_hd__nor2b_1 94, sky130_fd_sc_hd__a31oi_1 9
sky130_fd_sc_hd__o21a_1 37, sky130_fd_sc_hd__nand4_1 17, sky130_fd_sc_hd__o21ai_1 16, sky130_fd_sc_hd__nor3_1 41, sky130_fd_sc_hd__ha_1 636, sky130_fd_sc_hd__and2_1 613, sky130_fd_sc_hd__o21bai_1 40, sky130_fd_sc_hd__clkdlybuf4s50_1 252
sky130_fd_sc_hd__xor2_2 14, sky130_fd_sc_hd__o211ai_1 10, sky130_fd_sc_hd__nand3_1 23, sky130_fd_sc_hd__o31ai_1 26, sky130_fd_sc_hd__nand2_1 1590, sky130_fd_sc_hd__nor2_1 283, sky130_fd_sc_hd__or3_1 10
[power by group through the flow]
stage    logic [W]  registers (W)  clock network, W
4_1_cts      0.196              0                 0
5_1_grt      0.214              0    0.000000000294
[final cells by class]
class / instances / area, um^2 / area share
diodes: 7 / 17.52 / 0.0001919
inverters: 2442 / 9166 / 0.1004
multi-input cells: 6716 / 74400 / 0.8150
well taps: 2805 / 3510 / 0.03844
repair buffers: 476 / 4198 / 0.04598
[routing by layer]
| metal | GRT usage | up-vias | wire, um |
|---|---|---|---|
| li1 | - | 27704 | - |
| met1 | 0.3473 | 31487 | 96050 |
| met2 | 0.4167 | 2748 | 122200 |
| met3 | 0.1256 | 505 | 30390 |
| met4 | 0.1198 | 26 | 16240 |
| met5 | 0.02696 | - | 854 |
[per-stage QoR]
step | hold WS [ps] | utilization | setup slack, ps | instances | area [um^2]
6_report | 18410 | 0.4343 | 8777 | 12446 | 91290
5_1_grt | 18460 | 0.4343 | 7669 | 12444 | 91290
4_1_cts | 18420 | 0.4342 | 8792 | 12439 | 91270
3_5_place_dp | 18410 | 0.4342 | 8830 | 12439 | 91270
3_3_place_gp | 18420 | 0.4342 | 8795 | 12439 | 91270
2_1_floorplan | 17550 | - | 12380 | 9610 | 84820
[critical path, delay by kind of cell]
| family | cells | cell delay, ps |
|---|---|---|
| buf+inv | 14 | 2180 |
| fa+ha+maj | 16 | 7290 |
| compound gates | 18 | 4360 |
| mux | 1 | 130 |
| xor+xnor | 8 | 2030 |
| simple gates | 10 | 1410 |
