[design/flow/design.v]
module sort#(parameter WIDTH = 24,parameter log2NUM = 4,parameter NUM = 16)(clk,rst,din_valid,d_num,din_r,din_i,dout_r,dout_i,dout_valid);
input clk,rst,din_valid;
input [log2NUM-1:0] d_num;
input [WIDTH-1:0] din_r,din_i;
output [WIDTH-1:0] dout_r,dout_i;
output dout_valid;
wire [log2NUM-1:0] d_num;
wire [log2NUM-1:0] d_num_reverse;
reverse #(.WIDTH(log2NUM)) r0 (.in(d_num),.out(d_num_reverse));
reg [WIDTH-1:0] buffer_r [NUM-1:0],buffer_i [NUM-1:0];
reg [WIDTH-1:0] result_r [NUM-1:0],result_i [NUM-1:0];
always@(posedge clk or posedge rst)
begin
	integer i;
	if(rst) 
	begin
		for(i=0;i<NUM;i=i+1)
		begin
			buffer_r[i] <= {WIDTH{1'b0}};
            buffer_i[i] <= {WIDTH{1'b0}};
            result_r[i] <= {WIDTH{1'b0}};
            result_i[i] <= {WIDTH{1'b0}};
		end
	end
    else if(d_num == {WIDTH{1'b0}})
    begin
        buffer_r[d_num_reverse] <= din_r; 
        buffer_i[d_num_reverse] <= din_i;
        for(i=0;i<NUM;i=i+1)
		begin
            result_r[i] <= buffer_r[i];
            result_i[i] <= buffer_i[i];
		end
    end
	else 
	begin
		buffer_r[d_num_reverse] <= din_r; 
        buffer_i[d_num_reverse] <= din_i; 
	end
end
wire [log2NUM-1:0] d_num_out = d_num - 1'b1;
wire [WIDTH-1:0] dout_r = result_r[d_num_out];
wire [WIDTH-1:0] dout_i = result_i[d_num_out];
reg [NUM:0]FIFO;
integer i;
always@(posedge clk or posedge rst)
begin
    if(rst) 
    begin
        for(i=0;i<NUM+1;i=i+1)
        begin
            FIFO[i] <= {WIDTH{1'b0}};
        end
    end
    else 
    begin
		FIFO[0] <= din_valid;
		for(i=0;i<(NUM);i=i+1)
        begin
            FIFO[i+1] <= FIFO[i];
        end
    end
end
wire dout_valid = FIFO[NUM];
endmodule
module reverse#(parameter WIDTH = 4) (in,out);
input [WIDTH-1:0] in;
output [WIDTH-1:0] out;
reg [WIDTH-1:0] out;
always@(*)
begin
	integer i;
	for(i=0;i<WIDTH;i=i+1)
	begin
		out[i] <= in[WIDTH-i-1];
	end
end
endmodule
[design/flow/run.sh]
#!/bin/bash
# OpenROAD 26Q1-2900-gdf79404cd8, Yosys 0.63+post, stock flow scripts
make -C /OpenROAD-flow-scripts/flow DESIGN_CONFIG=/design/flow/config.mk WORK_HOME=/design/flow/orfs finish
[design/flow/config.mk]
export PLATFORM = sky130hd
export DESIGN_NAME = sort
export DESIGN_NICKNAME = sort
export VERILOG_FILES = /design/flow/design.v
export SDC_FILE = /design/flow/constraint.sdc
export NUM_CORES = 4
export LEC_CHECK = 1
export CORE_UTILIZATION = 50
[design/flow/constraint.sdc]
current_design sort

set clk_period 195.5
set clk_io_pct 0.2

create_clock -name clk0 -period $clk_period [get_ports {clk}]

set non_clock_inputs [all_inputs -no_clocks]
set_input_delay [expr $clk_period * $clk_io_pct] -clock clk0 $non_clock_inputs
set_output_delay [expr $clk_period * $clk_io_pct] -clock clk0 [all_outputs]
==> impl_metrics.tcl <==
# metrics dict for downstream scripts
set metrics [dict create \
    cts_buffers 164 \
    ys_cells 4409 \
    synth_area_sq_um 63830 \
    timing.fmax_mhz 12.18 \
    placedInstanceArea_sq_um 65950 \
    cts_tree "yes" \
    enable_flop_cells 0 \
    final_design_area_no_fill_sq_um 71230 \
    warnings 32 \
    cts.path.max_buffers 3 \
    yosys.stat.chipArea_sq_um 63830 \
    crit_required_ps 156400 \
    start_kind "input port" \
    setup_cp_type "input port to output pin" \
    floorplan.die_area_sq_um 129100 \
    most_common_cell_after_layout_fill_and_taps_aside "dfrtp_1" \
    max_cap_violations 0 \
    layout-drive-gt1-share_pct 39.98 \
    post-route-drc-count 0 \
    cts_resized 0 \
    cellLeakagePower_nw 30.99 \
    hold_path_startpoint "FIFO[11]" \
    synth_warnings 6 \
    synth_top_flop_cell "dfrtp_1" \
    antenna_found_initial 2 \
    unrepaired_setup_endpoints_after_global_routing "no" \
    power.density_nw_per_um2 12.66 \
    timing.rr.start "buffer_r[6][5]" \
    synth_cell_types 50 \
    synthArstFlopShare_pct 100.0 \
    detail_route.iter0.violations 2134 \
    data_arrival_at_the_endpoint_of_the_critical_path_ps 43000 \
    dieWidth_um 359.3 \
    min_path_type "register to register" \
    place_congestion 0.8199 \
    timing.final.hold_violations 0 \
    area_delta_synth_final_pct 11.60 \
    stdcell_count 6237 \
    postCtsSetupBuffers 0 \
    numSynthFlops 1553 \
    period_used_pct 41.99 \
    buffer_ports.inserted 103 \
    worst_setup_sp "d_num[0]" \
    cts-htree-levels 4 \
    finalCriticalPeriod_ps 82100 \
    grt_pass1_wl_um 250300 \
    clock_sinks 1553 \
    post_synth.cell_area_avg_sq_um 14.48 \
    insertion_delay_to_the_later_sink_of_the_worst_skew_pair_ps 770 \
    timing.setup.tns_ps 0 \
    relSlewSlack_pct 33.47 \
    most-common-layout-cells "dfrtp_1 (1,553), mux2_2 (1,432), nand2_1 (337), clkbuf_16 (169), a22oi_1 (129)" \
    viasPerCell 5.859 \
    synth-seq-area-share_pct 60.89 \
    placed_instance_count 5941 \
    via_count_of_the_first_global_routing_pass 37980 \
    initCoreUtil_pct 50.63 \
    ioPinCount 104 \
    globalRouteTotalUtil_pct 27.48 \
    vdd_ir_drop_max_v 0.000009639 \
    timing_max_transition_violations_final 0 \
    critPathCaptureType "output pin" \
    worstPathMaxFanout 33 \
    rows 130 \
    floorplan.die.height_um 359.3 \
    clockRootBuffer "clkbuf_16" \
    route.vias.total 36540 \
    synthCells 4409 \
    clk_transition_reported_paths_ps 60 \
    fp.coreArea_sq_um 126100 \
    run_status "finished clean" \
    post_cts_hold_buffer_count 0 \
    antenna_left 0 \
    layout.filler_cells 9979 \
    clock_skew_ps 17.59 \
    wl_per_cell_um 26.20 \
    finalSetupViolations 0 \
    globalRoute.totalOverflow 0 \
    post-dp-hpwl_um 92780 \
    drt-total-wl_um 163400 \
    largest_net_degree_at_the_start_of_global_routing 120 \
    dr.pass1.iters 6 \
    slew_of_the_pin_with_the_lowest_slew_margin_ps 994.3 \
]
==> through the flow <==
step | hold slack [ps] | power (mW) | util, % | setup WS (ps)
6_report | 341.3 | 0.9018 | 56.51 | 113400
5_1_grt | 348.8 | 0.9478 | 56.50 | 113340
4_1_cts | 342.8 | 0.9114 | 56.50 | 113400
3_5_place_dp | 334.7 | 0.6037 | 52.32 | 113370
3_3_place_gp | 331.3 | 0.5984 | 52.32 | 113380
2_1_floorplan | 331.2 | 0.5628 | - | 112590
==> critical path, cell delays in order <==
cell and delay, ps:
buf_6 290, buf_4 580, buf_4 620, inv_2 430, buf_4 370, nand2_1 490
o21ai_1 190, o32a_1 380, clkdlybuf4s50_1 410
==> cell type report <==
cell class                      count  area [sq um]  share of cell area [%]
Antenna cell                        2         5.005                0.007026
Clock buffer                      265          4980                   6.991
Clock inverter                     29         294.0                  0.4128
Inverter                            6         30.03                 0.04216
Multi-Input combinational cell   2511         23050                   32.35
Sequential cell                  1553         38860                   54.56
Tap cell                         1650          2064                   2.898
Timing Repair Buffer              221          1952                   2.740
==> metal layers <==
layer / vias up / track usage (%) / share of wire [%]
met5: - / 0 / 0.0055
met4: 2 / 5.302 / 2.3
met3: 216 / 9.211 / 8.3
met2: 935 / 39.64 / 46
met1: 19410 / 43.37 / 44
li1: 15980 / - / -
==> where the power goes <==
| part | switching, mW | total [mW] | internal, mW |
|---|---|---|---|
| sequential | 0.0450 | 0.458 | 0.413 |
| clock | 0.124 | 0.304 | 0.180 |
| combinational | 0.0544 | 0.140 | 0.0854 |
| total | 0.224 | 0.902 | 0.678 |
==> cells by family after synthesis <==
logic type | Yosys count | share of synthesized area (%)
AOI/OAI and AO/OA | 490 | 5.634
buffers and inverters | 345 | 3.315
DFF | 1553 | 60.89
muxes | 1548 | 27.14
and+or+nand+nor | 473 | 3.031
==> path summary, 6_finish.rpt <==
kind                            slack (ps)        endpoint  depth (start not counted)
worst min register to register         340        FIFO[12]                          0
max in group asynchronous           152260  buffer_r[5][0]                          8
worst max register to register      194680  result_r[6][5]                          1
worst max-delay path                113400       dout_i[4]                          9
min in group asynchronous            38850        FIFO[12]                          2
worst min-delay path                   340        FIFO[12]                          0
==> flip-flops by register name, indices dropped and copies added (netlist names) <==
register,cells
buffer_i,384
FIFO,17
buffer_r,384
result_i,384
result_r,384
==> Yosys cell counts (all sizes together) (14+ instances only) <==
master	n	share of area, %
o21ai	65	0.51
a22oi	129	1.5
nand2b	18	0.18
a22o	48	0.66
a31oi	16	0.16
nor2	73	0.45
mux2i	89	1.4
nand2	341	2.0
o221ai	14	0.19
buf	243	2.7
o22ai	25	0.25
a221oi	25	0.36
dfrtp	1553	61
o32a	25	0.39
a21oi	61	0.48
clkbuf	96	0.56
mux2	1459	26
o22a	20	0.27
No activity file was given, so power comes from the tool's default toggle rates.
